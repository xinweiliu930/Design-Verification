`flow/design.v`:
```
`default_nettype none
  module UartTx(CLK, RST_X, DATA, WE, TXD, READY);
   input wire  CLK, RST_X, WE;
   input wire [7:0] DATA;
   output reg  TXD, READY;
   reg [8:0]   cmd;
   reg [11:0]  waitnum;
   reg [3:0]   cnt;
   always @(posedge CLK or negedge RST_X) begin
      if(~RST_X) begin
         TXD       <= 1'b1;
         READY     <= 1'b1;
         cmd       <= 9'h1ff;
         waitnum   <= 0;
         cnt       <= 0;
      end else if( READY ) begin
         TXD       <= 1'b1;
         waitnum   <= 0;
         if( WE )begin
            READY <= 1'b0;
            cmd   <= {DATA, 1'b0};
            cnt   <= 10;
         end
      end else if( waitnum >= 'd50 ) begin
         TXD       <= cmd[0];
         READY     <= (cnt == 1);
         cmd       <= {1'b1, cmd[8:1]};
         waitnum   <= 1;
         cnt       <= cnt - 1;
      end else begin
         waitnum   <= waitnum + 1;
      end
   end
endmodule
module TX_FIFO(CLK, RST_X, D_IN, WE, RE, D_OUT, D_EN, RDY, ERR);
   input  wire       CLK, RST_X, WE, RE;
   input  wire [7:0] D_IN;
   output reg [7:0]  D_OUT;
   output reg        D_EN, ERR;
   output wire       RDY;
   reg [7:0] 	     mem [0:2048-1];  
   reg [10:0] 	     head, tail;     
   assign RDY = (D_EN==0 && head!=tail);
   always @(posedge CLK) begin
      if(~RST_X) begin 
         {D_EN, ERR, head, tail, D_OUT} <= 0;
      end
      else begin            
         if(WE) begin   
            mem[tail] <= D_IN;
            tail <= tail + 1;
            if(head == (tail + 1)) ERR <= 1;  
         end
         if(RE) begin   
            D_OUT <= mem[head];
            D_EN  <= 1;
            head <= head + 1;
         end else begin
            D_EN <= 0;
         end
      end
   end
endmodule
module SingleUartTx(CLK, RST_X, TXD, ERR, DT01, WE01);
   input  wire       CLK, RST_X;
   input  wire [7:0] DT01;
   input  wire 	     WE01;
   output wire 	     TXD, ERR;
   wire 	     RE01;
   wire [7:0] 	     data01;
   wire 	     en01;
   wire 	     RDY01;
   wire 	     ERR01;
   wire 	     TxRdy;
   assign ERR = ERR01;
   assign RE01 = (RDY01 & TxRdy);
   TX_FIFO fifo_01(CLK, RST_X, DT01, WE01, RE01, data01, en01, RDY01, ERR01); 
   UartTx send(CLK, RST_X, data01, en01, TXD, TxRdy);
endmodule
module UartRx(CLK, RST_X, RXD, DATA, EN);
   input  wire       CLK, RST_X, RXD;  
   output reg [7:0]  DATA;             
   output reg        EN;               
   reg [3:0] 	     stage;
   reg [12:0] 	     cnt;              
   reg [11:0] 	     cnt_start;        
   wire [12:0] 	     waitcnt;
   assign waitcnt = 'd50;
   always @(posedge CLK or negedge RST_X)
     if (~RST_X) cnt_start <= 0;
     else        cnt_start <= (RXD) ? 0 : cnt_start + 1;
   always @(posedge CLK or negedge RST_X)
     if(~RST_X) begin
        EN     <= 0;
        stage  <= 'd0;
        cnt    <= 1;
        DATA   <= 0;
     end else if (stage == 'd0) begin  
        EN <= 0;
        stage <= (cnt_start == (waitcnt >> 1)) ? 'd1 : stage;
     end else begin
        if (cnt != waitcnt) begin
           cnt <= cnt + 1;
           EN <= 0;
        end else begin  
           stage  <= (stage == 'd9) ? 'd0 : stage + 1;
           EN     <= (stage == 8)  ? 1 : 0;
           DATA   <= {RXD, DATA[7:1]};
           cnt <= 1;
        end
     end
endmodule
module PLOADER(CLK, RST_X, RXD, ADDR, DATA, WE_32, WE_128, DONE);
   input  wire       CLK, RST_X, RXD;
   output reg [31:0] ADDR;
   output reg [127:0] DATA;
   output reg        WE_32;
   output reg 	     WE_128;
   output reg        DONE;
   reg [31:0] 	     waddr;  
   wire 	     SER_EN;
   wire [7:0] 	     SER_DATA;
   UartRx recv(CLK, RST_X, RXD, SER_DATA, SER_EN);
   always @(posedge CLK or negedge RST_X) begin
      if(~RST_X) begin
         {ADDR, DATA, WE_32, WE_128, waddr, DONE} <= 0;
      end else begin
         if(DONE==0 && SER_EN) begin
            ADDR   <= waddr;            
            DATA   <= {SER_DATA, DATA[127:8]};
            WE_32  <= (waddr[1:0]==3) ? 1'b1 : 1'b0;
	    WE_128 <= (waddr[3:0]==15) ? 1'b1 : 1'b0;
            waddr <= waddr + 1;
            if(waddr>=8*1024) DONE <= 1;
         end else begin
            WE_32 <= 0;
	    WE_128 <= 0;
            if(waddr>=8*1024) DONE <= 1;
         end
      end
   end
endmodule
`default_nettype wire
```
`flow/run.sh`:
```
#!/bin/bash
# OpenROAD 26Q1-2900-gdf79404cd8, Yosys 0.63+post, stock flow scripts
make -C /OpenROAD-flow-scripts/flow DESIGN_CONFIG=/design/flow/config.mk WORK_HOME=/design/flow/orfs finish
```
`flow/config.mk`:
```
export PLATFORM = sky130hd
export DESIGN_NAME = SingleUartTx
export DESIGN_NICKNAME = SingleUartTx
export VERILOG_FILES = /design/flow/design.v
export SDC_FILE = /design/flow/constraint.sdc
export NUM_CORES = 4
export LEC_CHECK = 1
export CORE_UTILIZATION = 30
export SYNTH_MEMORY_MAX_BITS = 65536
```
`flow/constraint.sdc`:
```
current_design SingleUartTx

set clk_period 5541.5
set clk_io_pct 0.2

create_clock -name clk0 -period $clk_period [get_ports {CLK}]

set non_clock_inputs [all_inputs -no_clocks]
set_input_delay [expr $clk_period * $clk_io_pct] -clock clk0 $non_clock_inputs
set_output_delay [expr $clk_period * $clk_io_pct] -clock clk0 [all_outputs]
```
==> impl_metrics.env <==
# physical design summary
export IMPL_detailedPlacementHpwl_um=1480000
export IMPL_cts_root_buffer_cell="sky130_fd_sc_hd__clkbuf_16"
export IMPL_place_gp_congestion=1.00
export IMPL_max_slew_margin_rel_pct=4.72
export IMPL_post_cts_buffers=0
export IMPL_detail_route_vias_per_cell=5.42
export IMPL_antenna_violating_nets_post_route=0
export IMPL_flip_flops_with_a_built_in_enable=16400
export IMPL_boundaryPins=13
export IMPL_hold_buffers=0
export IMPL_hold_path_class="reg2reg"
export IMPL_cts_max_level=7
export IMPL_first_iter_violations=27100
export IMPL_chipWidth_um=1460
export IMPL_dr_total_vias=334000
export IMPL_total_gr_overflow=0
export IMPL_synth_area_per_cell_sq_um=21.2
export IMPL_portBuffers=12
export IMPL_worstPathMaxFanout=94
export IMPL_grt_pass1_vias=373000
export IMPL_ff2ff_path_depth=17
export IMPL_critical_path_arrival_ps=1113840
export IMPL_grt_antenna_before_repair=343
export IMPL_fin_tns_setup_ps=0
export IMPL_setup_worst_path_start_class="primary input"
export IMPL_tritoncts_num_buffers=1667
export IMPL_placementRows=535
export IMPL_slew_viol_final=0
export IMPL_mean_routed_wirelength_per_cell_um=36.7
export IMPL_whs_endpoint="send.cmd[4]$_DFFE_PN1P_"
export IMPL_synth_cell_area_sq_um=639000
export IMPL_outcome="completed"
export IMPL_setup_worst_path_end_class="flop"
export IMPL_yosysWarningCount=2
export IMPL_path_clk_slew_ps=60
export IMPL_power_leakage_nw=217
export IMPL_layout_area_overhead_vs_synth_pct=14.7
export IMPL_yosys_stat_area_sq_um=639000
export IMPL_final_common_cell="sky130_fd_sc_hd__edfxtp_1"
export IMPL_synth_seq_area_share_pct=77.2
export IMPL_warnings=47
export IMPL_floorplanUtilization_pct=30.1
export IMPL_final_layout_top_logic_cells="sky130_fd_sc_hd__edfxtp_1 (16400), sky130_fd_sc_hd__mux4_2 (3628), sky130_fd_sc_hd__nor2_1 (2201), sky130_fd_sc_hd__clkbuf_16 (1690), sky130_fd_sc_hd__mux2i_1 (1669)"
export IMPL_fraction_of_layout_instances_using_a_drive_strength_above_1_pct=24.3
export IMPL_min_period_ps=1112810
export IMPL_final_design_area_no_fill_sq_um=733000
export IMPL_timing_hold_worst_start="send.cmd[4]$_DFFE_PN1P_"
export IMPL_insertion_delay_ps=1410
export IMPL_dp_cells=58000
export IMPL_placement_cell_area_sq_um=677000
export IMPL_cell_depth_of_the_worst_min_delay_path=2
export IMPL_crit_reg2reg_launch="fifo_01.head[0]$_SDFFE_PN0P_"
export IMPL_drt_pre_antenna_iters=9
export IMPL_grt_max_degree=104
export IMPL_finalSetupViolations=0
export IMPL_synth_stat_cells=30100
export IMPL_fmaxAchievable_mhz=0.899
export IMPL_route_detailed_drc=0
export IMPL_fin_crit_sh_pct=20.1
export IMPL_worstMarginPinSlew_ps=1430
export IMPL_global_route_wire_length_before_repair_um=3060000
export IMPL_layout_cells_non_filler=61700
export IMPL_synth_async_reset_ratio_pct=0.164
export IMPL_cts_tree="done"
export IMPL_power_density_nw_per_um2=0.389
export IMPL_final_hold_viol_count=0
export IMPL_ys_flops=16400
export IMPL_postRouteWirelength_um=2260000
export IMPL_core_area_sq_um=2120000
export IMPL_clockBufferDepth=6
export IMPL_max_cap_violations=0
export IMPL_path_class="in2reg"
export IMPL_hold_slack_ps=484
export IMPL_synthCells=30100
export IMPL_setup_repair_after_global_routing_missed_its_margin="false"
export IMPL_clock_sinks=16400
export IMPL_die_height_um=1460
export IMPL_critical_path_required_ps=5542530
export IMPL_timing_clock_skew_ps=125
export IMPL_synth_top_flop_cell="sky130_fd_sc_hd__edfxtp_1"
export IMPL_vdd_drop_max_uv=0.301
export IMPL_global_route_usage_total_pct=22.5
export IMPL_ctsResizeCount=0
export IMPL_worst_reg2reg_endpoint="fifo_01.D_OUT[5]$_SDFFE_PN0P_"
export IMPL_chip_area_sq_um=2140000
export IMPL_ys_types=99
export IMPL_regToRegSetupSlack_ps=5531210
==> worst max-delay path: stages <==
cell and delay (ps):
sky130_fd_sc_hd__buf_16 180, sky130_fd_sc_hd__buf_4 590, sky130_fd_sc_hd__buf_4 600, sky130_fd_sc_hd__buf_4 680, sky130_fd_sc_hd__buf_4 570, sky130_fd_sc_hd__buf_4 560
sky130_fd_sc_hd__buf_4 590, sky130_fd_sc_hd__buf_4 570, sky130_fd_sc_hd__buf_12 430
==> synthesized netlist by cell type (all sizes together) (18+ instances only) <==
cell type  instances  area share [%]
edfxtp         16400              77
mux4            3667              13
nor2            2252             1.3
mux2i           1669             2.6
buf             1156             1.4
clkbuf           853            0.50
nand2            568            0.33
a21oi            555            0.43
o21ai            430            0.34
a221oi           354            0.49
a22oi            347            0.41
o22ai            332            0.33
a211oi           194            0.23
nand3            183            0.14
o221ai           135            0.19
a31oi             86           0.084
nor3              83           0.065
a22o              54           0.074
o211ai            49           0.058
nor2b             48           0.047
mux2              47           0.083
nand4             47           0.046
and2              39           0.038
a2111oi           38           0.056
dfxtp             32            0.10
o2111ai           31           0.042
and3              26           0.025
xnor2             25           0.034
a311oi            24           0.033
nor4              24           0.026
inv               21           0.012
o311ai            21           0.029
nand2b            19           0.019
o31ai             19           0.022
a211o             18           0.025
a21o              18           0.021
a32oi             18           0.025
==> worst max-delay path by stage <==
stage / from / to / cells past startpoint
after CTS: DT01[5] / fifo_01.mem[1364][5]$_DFFE_PP_ / 9
after global routing: DT01[5] / fifo_01.mem[1364][5]$_DFFE_PP_ / 9
final: DT01[5] / fifo_01.mem[1364][5]$_DFFE_PP_ / 9
==> power by group <==
group	switching [W]	total [W]	internal [W]
clock	0.0000471	0.000112	0.0000649
sequential	0.000000166	0.000137	0.000137
combinational	0.0000209	0.0000363	0.0000153
total	0.0000681	0.000285	0.000217
==> registers in the layout, summed over array words and instances, names as in the netlist <==
register       count
fifo_01.mem    16384
send.cmd           9
fifo_01.D_EN       1
send.TXD           1
send.cnt           4
fifo_01.tail      11
fifo_01.ERR        1
send.waitnum      12
fifo_01.D_OUT      8
fifo_01.head      11
send.READY         1
==> logic make-up after synthesis <==
kind of cell	count (synthesis)	share of synthesized area (%)
AND-OR/OR-AND	2852	3.07
XOR/XNOR	39	0.0535
adder cells (fa/ha/maj)	9	0.0176
buffers and inverters	2032	1.89
flip-flops	16400	77.2
multiplexers	5383	15.6
other	1	0.000587
AND/OR/NAND/NOR	3343	2.13
==> area by class of cell <==
type,count,area [sq um]
Sequential cell,16400,493000
Fill cell,192000,1390000
Clock inverter,1028,10400
Tap cell,28200,35300
Inverter,23,136
Timing Repair Buffer,1702,13700
Antenna cell,717,1790
Clock buffer,1944,43200
Multi-Input combinational cell,11600,135000
==> routing by layer <==
metal  part of all wire [%]  vias up  GRT usage [%]
met2                     43    33100           30.2
met4                    6.9      528           13.4
met1                     26   165000           18.2
met5                   0.88        -           10.0
met3                     23     5746           24.5
li1                       -   130000              -
==> per-stage QoR <==
stage / setup slack (ps) / total power, W / utilization, %
after floorplan: 4431270 / 0.000165 / -
after global placement: 4427520 / 0.000175 / 31.9
after detailed placement: 4427510 / 0.000176 / 31.9
after CTS: 4428860 / 0.000286 / 34.4
after global routing: 4428610 / 0.000292 / 34.5
final: 4428690 / 0.000285 / 34.5
Power is estimated from default activity; no workload was simulated.
